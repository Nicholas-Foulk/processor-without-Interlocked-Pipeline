## flow/design.v

```verilog
`timescale 1ns / 1ps
module TopDesignMux #(parameter WIDTH = 32) (
      input   [1:0]         s, 
      input   [WIDTH-1:0]  d0, 
      input   [WIDTH-1:0]  d1, 
      input   [WIDTH-1:0]  d2, 
      input   [WIDTH-1:0]  d3, 
      output reg [WIDTH-1:0]  y 
      );
 always@(*)
 begin
     case(s)
         2'b00:y <= d0;
         2'b01:y <= d1;
         2'b10:y <= d2;
         2'b11:y <= d3;
     endcase
 end
 endmodule
```

## flow/run.sh

```bash
#!/bin/bash
# OpenROAD 26Q1-2900-gdf79404cd8, Yosys 0.63+post, stock flow scripts
make -C /OpenROAD-flow-scripts/flow DESIGN_CONFIG=/design/flow/config.mk WORK_HOME=/design/flow/orfs finish
```

## flow/config.mk

```make
export PLATFORM = sky130hd
export DESIGN_NAME = TopDesignMux
export DESIGN_NICKNAME = TopDesignMux
export VERILOG_FILES = /design/flow/design.v
export SDC_FILE = /design/flow/constraint.sdc
export NUM_CORES = 4
export LEC_CHECK = 1
export CORE_AREA = 10 10 76 76
export DIE_AREA = 0 0 86 86
```

## flow/constraint.sdc

```tcl
current_design TopDesignMux

set clk_period 1.5
set clk_io_pct 0.2

create_clock -name clk0 -period $clk_period

set non_clock_inputs [all_inputs -no_clocks]
set_input_delay [expr $clk_period * $clk_io_pct] -clock clk0 $non_clock_inputs
set_output_delay [expr $clk_period * $clk_io_pct] -clock clk0 [all_outputs]
```

==> flow_metrics.py <==
# Synthesis and PnR figures
metrics = {
    "place": {
        "place_congestion": 0.932,
        "dp_cells": 250,
        "io_buffers": 162,
        "place_ws_ns": -0.611,
        "post-dp-hpwl_um": 5250,
    },
    "synthesis": {
        "ys_area_um2": 815,
        "avgSynthCellArea_um2": 20.9,
        "synth_seq_share_pct": 0,
        "synth_warnings": 1,
        "synth.cell_area_um2": 815,
        "yosys.area_share.simple_pct": 0,
        "ys_sh_aoi_pct": 0,
        "fa_ha_area_share_pct": 0,
        "synth.mux.area_fraction_pct": 89.4,
        "synth-xor-area-share_pct": 0,
        "logic_family": "multiplexers",
        "yosys_cells": 39,
        "yosysTopAreaCellShare_pct": 82.9,
        "yosysUniqueCellTypes": 5,
        "postSynthCellCount": 39,
        "top_area_cell": "mux4_2",
        "synthTopCellsByArea": "mux4_2, buf_12, mux4_1, buf_2, buf_6",
    },
    "sta": {
        "worst_slew_margin_rel_pct": 89.3,
        "fin_hold_ws_ns": 1.08,
        "tightest_slew_ns": 0.161,
        "drv_slew": 0,
        "fin_crit_sh_pct": 98.9,
        "setup_viol": 0,
        "setup_ws_ns": 0.0166,
        "rsz0062_at_grt": "true",
        "period_minus_slack_ns": 1.48,
        "hold_viol": 0,
        "fmax_ghz": 0.674,
    },
    "finish": {
        "fill_cells": 418,
        "fin_cells": 254,
        "layout-drive-gt1-share_pct": 37.3,
        "clkbuf_count": 0,
        "flops": 0,
        "seqCellArea_um2": 0,
        "area.growth.synth_to_final_pct": 177,
        "logic_area_um2": 721,
    },
    "global_routing": {
        "grtUsageMet3_pct": 5.24,
        "antenna_found_initial": 0,
        "use_met2_pct": 27.9,
        "grt_max_degree": 8,
        "met1_usage_pct": 19.4,
        "grt_pass1_wl_um": 8920,
        "grt-ovfl-total": 0,
        "grt_util_all_layers_pct": 15.7,
        "first_global_vias": 1357,
        "top_usage_layer": "met2",
    },
    "worst_setup_path": {
        "start_kind": "primary input",
        "crit_fanout": 7,
        "endpoint_kind": "output pin",
        "critical_path_class": "in2out",
        "required_ns": 1.20,
        "crit_family": "buffers and inverters",
        "slowest_stage": "mux4_2",
        "cpPeakStageDelay_ns": 0.30,
        "path_cells": "clkdlybuf4s15_2 > buf_4 > mux4_2 > buf_2",
        "path_buffers": 3,
        "cp-startpoint": "s[1]",
        "crit_end": "y[18]",
        "cp.depth": 4,
        "critPathArrivalTime_ns": 1.18,
    },
    "run": {
        "log.warning_count": 34,
        "drv_cap": 0,
    },
    "drt": {
        "insertedDiodeCount": 0,
        "viasPerCell": 4.69,
        "wire_per_inst_um": 23.5,
        "drc": 0,
        "via_count": 1192,
        "wl_um": 5970,
        "dr.pass1.iters": 4,
        "drt_iter0_markers": 19,
        "ant_nets": 0,
    },
    "power": {
        "max-vdd-ir-drop_mv": 0.0982,
        "power_density_mw_per_mm2": 240,
        "total_power_uw": 541,
        "p_leak_nw": 1.10,
    },
    "die": {
        "die_area_mm2": 0.00740,
        "die_w_um": 86,
        "row_count": 23,
        "io_pins": 162,
        "initial_core_util_pct": 19.8,
        "coreArea_mm2": 0.00412,
        "die_h_um": 86,
    },
    "status": {
        "status": "finished, final reports clean",
    },
    "hold_path": {
        "hp-class": "in2out",
    },
}
-- metal layers --
layer / routed length, um / up-vias / share of wire [%]
li1: - / 537 / -
met5: 0 / - / 0
met4: 4 / 0 / 0.067
met2: 3170 / 89 / 53
met3: 618 / 4 / 10
met1: 2180 / 562 / 36
-- cells in the mapped netlist, drive strengths merged --
master	number
mux4	32
buf	7
-- placed cells by master, fill, tap and decap left out, drive strengths merged --
cell type      netlist  final
mux4                32     32
clkdlybuf4s15        0      1
buf                  7     43
dlygate4sd2          0    128
-- power by group --
part	internal (mW)	switching [mW]	total (mW)
combinational	0.405	0.137	0.541
clock	0	0	0
sequential	0	0	0
total	0.405	0.137	0.541
-- worst min-delay path, stage by stage --
cell	delay (ns)
dlygate4sd2_1	0.18
mux4_2	0.21
buf_2	0.09
-- per-stage QoR --
step	util (%)	area (um2)	setup TNS (ns)
5_1_grt	54.8	2260	-0.352
4_1_cts	54.8	2260	0
6_report	54.8	2260	0
3_5_place_dp	60.2	2480	-18.40
2_1_floorplan	-	815	0
3_3_place_gp	60.2	2480	-18.33
-- area by class of cell --
type / count / share of cell area [%]
tap: 50 / 2.77
multi-input combinational: 32 / 31.9
timing repair buffer: 172 / 65.3
-- worst min-delay path by stage --
| stage | from | depth (start not counted) | end |
|---|---|---|---|
| after CTS | d2[0] | 3 | y[0] |
| after global routing | d3[24] | 3 | y[24] |
| final | d2[0] | 3 | y[0] |
-- cells by family (layout without fill, tap and decap cells) --
family   after synthesis  after routing
mux                   32             32
buf+inv                7            172
-- what timing repair did --
action | CTS | global route
hold buffers | 0 | 0
setup endpoints to repair | 32 | 28
buffers inserted | 0 | 0
gates cloned | 4 | 0
gates resized | 245 | 0
Power is estimated from default activity; no workload was simulated.
