File: flow/run.sh
#!/bin/bash
# OpenROAD 26Q1-2900-gdf79404cd8, Yosys 0.63+post, stock flow scripts
make -C /OpenROAD-flow-scripts/flow DESIGN_CONFIG=/design/flow/config.mk WORK_HOME=/design/flow/orfs finish
File: flow/config.mk
export PLATFORM = sky130hd
export DESIGN_NAME = TopGPIO
export DESIGN_NICKNAME = TopGPIO
export VERILOG_FILES = /design/flow/design.v
export SDC_FILE = /design/flow/constraint.sdc
export NUM_CORES = 4
export LEC_CHECK = 1
export CORE_UTILIZATION = 40
File: flow/constraint.sdc
current_design TopGPIO

set clk_period 1.2
set clk_io_pct 0.2

create_clock -name clk0 -period $clk_period [get_ports {clk}]

set non_clock_inputs [all_inputs -no_clocks]
set_input_delay [expr $clk_period * $clk_io_pct] -clock clk0 $non_clock_inputs
set_output_delay [expr $clk_period * $clk_io_pct] -clock clk0 [all_outputs]
File: flow/design.v
`timescale 1ns / 1ps
module AddressDecodeGPIO(A1,WE,WE1,WE2,RdSel);
input [1:0] A1;
input WE;
output WE1,WE2;
output [1:0] RdSel;
reg [3:0] cw;
assign {WE1,WE2,RdSel} = cw;
always@(*)
begin
  if(WE)
    case(A1)
    2'b00:
        begin
           cw = 4'b0000;
         end
    2'b01:
        begin
           cw = 4'b0001;
         end
    2'b10:
         begin
           cw = 4'b1010;
         end
    2'b11:
          begin
           cw = 4'b0111;
          end 
     endcase 
  end
endmodule
`timescale 1ns / 1ps
module ParaRegFile #(parameter WIDTH = 32) (
  input       clk, 
  input       en,
  input       reset,
  input       [WIDTH-1:0]  d, 
  output reg  [WIDTH-1:0]  q
  );
  always @(posedge clk, posedge reset)
    if      (reset) q <= 0;
    else if (en)    q <= d;
endmodule
`timescale 1ns / 1ps
module TopGPIO(clk,rst,A,WE,gpI1,gpI2,WD,RD,gpO1,gpO2);
input [1:0] A;
input WE;
input [31:0] gpI1,gpI2,WD;
input rst,clk;
output [31:0] RD,gpO1,gpO2;
wire WE1,WE2;
wire [1:0] RdSel;
AddressDecodeGPIO GPIO0(A,WE,WE1,WE2,RdSel);
ParaRegFile #(32) GPIO1(clk,WE1,1'b0,WD,gpO1);
ParaRegFile #(32) GPIO2(clk,WE2,1'b0,WD,gpO2);
mux3        #(32) GPIO3(RdSel,gpI1,gpI2,gpO1,gpO2,RD);
endmodule
`timescale 1ns / 1ps
module mux3 #(parameter WIDTH = 32) (
  input   [1:0]         s, 
  input   [WIDTH-1:0]  d0, 
  input   [WIDTH-1:0]  d1, 
  input   [WIDTH-1:0]  d2, 
  input   [WIDTH-1:0]  d3, 
  output reg [WIDTH-1:0]  y 
  );
 always@(*)
 begin
     case(s)
         2'b00:y = d0;
         2'b01:y = d1;
         2'b10:y = d2;
         2'b11:y = d3;
     endcase
 end
 endmodule
==> impl_metrics.tcl <==
# metrics dict for downstream scripts
set metrics [dict create \
    status "finished, violations left" \
    violations "negative setup slack" \
    vias 2134 \
    period_used_pct 135 \
    final_area_um2 5050 \
    warnings 29 \
    yosys-stat-cells 112 \
    totalWireLength_um 7390 \
    grt_usage_pct 21.8 \
    ant_nets 0 \
    power_density_nw_per_um2 1070 \
    tightest_slew_ns 0.749 \
    clockRootBuffer "clkbuf_8" \
    final_hold_viol_count 0 \
    final_max_slew_viol_count 0 \
    hpwl_um 5600 \
    critPathCaptureType "primary output" \
    clk_pin_slew_ns 0.07 \
    finalSetupViolations 41 \
    fmax_mhz 618 \
    crit_fanout 2 \
    antenna_found_initial 0 \
    rsz0062_at_grt "true" \
    placed_area_um2 4990 \
    startpoint_type "register" \
    syn_to_final_growth_pct 79.0 \
    grt_max_degree 25 \
    unclocked_regs 4 \
    numSynthFlops 68 \
    cts_buffers 9 \
    portBuffers 195 \
    syn_avg_cell_area_um2 25.2 \
    syn_inst 112 \
    slowest_stage "mux4_2" \
    drt_iter0_markers 74 \
    timing.final.crit_period_ns 1.62 \
    tns_ns -11.66 \
    worstHoldPathType "in2reg" \
    die_area_um2 7390 \
    critPathArrivalTime_ns 1.38 \
    path_class "reg2out" \
    htree_levels 3 \
    avgRoutedWirePerCell_um 16.5 \
    die_h_um 86.0 \
    initial_utilization_pct 41.5 \
    ys_types 10 \
    syn_area_um2 2820 \
    drtPass1Iterations 4 \
    slew_headroom_pct 50.1 \
    core_area_um2 6790 \
    crit_chain "mux4_2, buf_2" \
    required_ns 0.96 \
    lay_top_count "clkdlybuf4s50_1" \
    overflow 0 \
    power_uw 5410 \
    clockBufferDepth 2 \
    p_leak_uw 0.00197 \
    critPathMaxStageDelay_ns 0.48 \
    grt_pass1_wl_um 10800 \
    num_rows 30 \
    cts_hold_buf 0 \
    drive_above_1_share_pct 48.2 \
    setup_ws_ns -0.419 \
    ys_chip_area_um2 2820 \
    num_io_pins 197 \
    ys_warn_count 3 \
    vias_per_cell 4.75 \
    cts_tree "built" \
    grt_pass1_vias 2163 \
    peakVddDrop_v 0.000767 \
    antenna_cells 0 \
    die_x_um 86.0 \
    maxCapViolations 0 \
    post-route-drc-count 0 \
    gp_congestion 0.774 \
    untimed_endpoints 68 \
    final_cell_mix "clkdlybuf4s50_1 (99), edfxtp_1 (64), buf_2 (50)" \
]
## critical path: cells and delay by family (launching register included)
family	cells	cell delay, ns
multiplexers	1	0.48
flip-flops	1	0.44
buffers and inverters	1	0.13
## path summary, 6_finish.rpt
kind,cells after the start,end,start
min,1,GPIO2.q[15],WD[15]
max,2,RD[2],GPIO1.q[2]
## metal layers
layer  up-vias  wire length, µm  track usage (%)  share of wire (%)
met4         0               78             3.33                1.1
met3         6              867             8.50                 12
met1      1018             2700             34.1                 37
met5         -                0                0                  0
li1        968                -                -                  -
met2       142             3750             33.9                 51
## power breakdown
part / leakage, µW / internal (µW) / switching, µW
Sequential: 0.000632 / 2540 / 50.4
Combinational: 0.00122 / 523 / 130
Clock: 0.000116 / 1380 / 782
## through the flow
step                hold slack (ns)  std cells  util [%]  setup slack (ns)
floorplan                     0.339        112         -             0.197
global placement              0.818        419      73.4            -0.593
detailed placement            0.822        419      73.4            -0.587
CTS                           0.469        441      73.4            -0.451
global route                  0.472        449      74.3            -0.475
finish                        0.491        449      74.3            -0.419
## cells by family (layout without fill, tap and decap cells)
group,count (synthesis),count (layout),share of synthesized area [%]
buf+inv,10,251,3.46
flops,64,64,68.1
latches,4,4,2.13
mux,32,32,25.8
simple gates,2,2,0.444
## area by class of cell
class,count,area (µm²)
Sequential cell,68,1980
Timing Repair Buffer,235,1970
Fill cell,448,1750
Multi-Input combinational cell,34,733
Clock buffer,9,124
Tap cell,96,120
Clock inverter,7,119
## Yosys cell counts
| cell type | number | area (µm²) |
|---|---|---|
| mux4_1 | 2 | 52.6 |
| buf_6 | 1 | 11.3 |
| edfxtp_1 | 64 | 1920 |
| buf_2 | 3 | 15.0 |
| and2_1 | 1 | 6.26 |
| nor2b_1 | 1 | 6.26 |
| dlxtp_1 | 4 | 60.1 |
| mux4_2 | 30 | 676 |
| buf_12 | 3 | 60.1 |
| clkbuf_1 | 3 | 11.3 |
## sequential cells by signal, indices dropped and copies added (netlist names)
register  flops
GPIO2.q      32
GPIO1.q      32
GPIO0.cw      4
## repair_timing
item / 4_1_cts / 5_1_grt
endpoints found under the hold margin: 0 / 0
endpoints found under the setup margin: 96 / 77
resized: 263 / 39
setup buffers: 18 / 17
Power is estimated from default activity; no workload was simulated.
