### ./constraint.sdc
current_design clk_gen

set clk_period 4.5
set clk_io_pct 0.2

create_clock -name clk0 -period $clk_period [get_ports {clk100MHz}]

set non_clock_inputs [all_inputs -no_clocks]
set_input_delay [expr $clk_period * $clk_io_pct] -clock clk0 $non_clock_inputs
set_output_delay [expr $clk_period * $clk_io_pct] -clock clk0 [all_outputs]
### ./design.v
`timescale 1ns / 1ps
module clk_gen(clk100MHz, rst, clk_4sec, clk_5KHz);
input clk100MHz, rst;
output clk_4sec, clk_5KHz;
reg clk_4sec, clk_5KHz;
integer count, count1;
always@(posedge clk100MHz)
begin
if(rst)
begin
count = 0;
count1 = 0;
clk_4sec = 0;
clk_5KHz =0;
end
else
begin
if(count == 200000000)
begin
clk_4sec = ~clk_4sec;
count = 0;
end
if(count1 == 10000)
begin
clk_5KHz = ~clk_5KHz;
count1 = 0;
end
count = count + 1;
count1 = count1 + 1;
end
end
endmodule  
### ./run.sh
#!/bin/bash
# OpenROAD 26Q1-2900-gdf79404cd8, Yosys 0.63+post, stock flow scripts
make -C /OpenROAD-flow-scripts/flow DESIGN_CONFIG=/design/flow/config.mk WORK_HOME=/design/flow/orfs finish
### ./config.mk
export PLATFORM = sky130hd
export DESIGN_NAME = clk_gen
export DESIGN_NICKNAME = clk_gen
export VERILOG_FILES = /design/flow/design.v
export SDC_FILE = /design/flow/constraint.sdc
export NUM_CORES = 4
export LEC_CHECK = 1
export CORE_UTILIZATION = 50
==> ci_impl_report.md <==
### Yosys + OpenROAD results

| Metric | Value |
|---|---|
| Min-delay worst type | `reg2reg` |
| CP required | `4.72 ns` |
| PwrDens | `321.2 nW/um^2` |
| Post-CTS Setup Inserts | `0` |
| Clock Skew | `roughly 0.0086 ns` |
| Worst slack, placed | `2.271 ns` |
| Total GRT Usage | `0.2123` |
| Crit. End Element | `register` |
| Clock period minus worst slack | `2.256 ns` |
| DRC | `0` |
| MaxCap Viol Count | `0` |
| Status | `complete, no violations` |
| Slew headroom | `0.4274` |
| First-pass GRT wire length | `10,180 microns` |
| TNS Setup | `0 ns` |
| Lkg Pwr | `0.001009 uW` |
| Dominant cell type by area after synthesis | `dfxtp_1` |
| Fp util | `0.5337` |
| Yosys stat chip area | `3029 sq um` |
| Vias/cell | `5.453` |
| Initial antenna violation count | `0` |
| Critical-path cell list | `or4b_1 > or4_4 > nor3_2 > or2_1 > nor2_1` |
| GRT Residual Overflow | `0` |
| Ys flops | `66` |
| Die area | `between 6000 and 7000 sq um` |
| Final hold vios | `0` |
| Top cells by area | `dfxtp_1 (44%), xnor2_1 (8.1%), nor2_1 (7.4%), xor2_1 (6.9%), nand3_1 (4.6%)` |
| Synth Seq Share | `0.4362` |
| Worst-Margin Slew | `between 0.8 and 0.9 ns` |
| Mux share | `0` |
| Area delta synth->final | `7.848%` |
| Log Warnings | `25` |
| Netlist Area Pre-Place | `3029 sq um` |
| CP startpoint kind | `register` |
| Setup-failing EPs final | `0` |
| Max frequency | `approximately 440 MHz` |
| Root Buffer | `clkbuf_8` |
| Xor+xnor area frac | `0.1504` |
| Aoi share | `0.04585` |
| Comb area leader | `simple AND/OR/NAND/NOR gates` |
| CTS tree | `built` |
| RSZ-0062 raised after global routing | `false` |
| Count of cell types in the netlist | `35` |
| Num rows | `27` |
| Die Span Y | `~80 microns` |
| Via count | `2,372` |
| Final WL | `5882 microns` |
| Clock Sinks | `66` |
| Period utilization | `0.5014` |
| Initial detailed-routing violation count | `roughly 130` |
| HPWL after detailed placement | `about 4000 microns` |
| Fraction of layout cells with a size suffix above 1 | `0.06336` |
| GPL Wtd Cong | `0.8185` |
| Final Worst Setup Slack | `2.244 ns` |
| Yosys top cell area share | `0.4362` |
| Crit path kind | `reg2reg` |
| Cts-stage hold buffer count | `0` |
| WL/cell | `13.52 microns` |
| PortBufs | `3` |
| Simple share | `0.3309` |
| I/O pin total | `4` |
| Clk slew on worst S/H paths | `0.07 ns` |
| Yosys warnings | `1` |
| Max FO, Critical Path | `9` |
| Largest net degree at the start of global routing | `59` |
| Worst path arrival time | `2.48 ns` |
| Vias in the first global route | `between 2,000 and 2,500` |
| Drt pass-1 iters | `4` |
| Die W | `79.84 microns` |
| Max-slew violations | `0` |
| CORE AREA | `5675 sq um` |
| Peak supply drop | `0.2295 mV` |
| Yosys adder share | `0.008261` |
| Critical Path Max Stage Delay | `0.54 ns` |
| Post-Syn Instances | `357` |
| Slowest cell on crit path | `or4b_1` |
| TritonCTS Buffers | `9` |
| Syn Area/Cell | `8.485 sq um` |
| Antenna Nets Post-Route | `0` |
| Late-Pin Clk Latency | `0.35 ns` |
| Diode count | `0` |
| H-tree depth | `3` |
| Yosys cell count | `357` |
| Clock buffer depth | `2` |
| Cts repair resizes | `0` |
==> kinds of logic after synthesis <==
| family | after synthesis |
|---|---|
| AOI/OAI and AO/OA | 24 |
| xor gates and xnor gates | 52 |
| adders and majority gates | 2 |
| buffers and inverters | 22 |
| DFF | 66 |
| and+or+nand+nor | 191 |
==> final cells by class <==
class	count	area (sq um)
Fill cell	542	2409
Multi-Input combinational cell	269	1622
Sequential cell	66	1321
Clock buffer	11	141.4
Tap cell	72	90.09
Timing Repair Buffer	4	32.53
Clock inverter	5	30.03
Inverter	8	30.03
==> worst paths after layout <==
check | from | endpoint | slack [ns] | cells after the start
worst max-delay path | count[7] | count[21] | 2.24 | 5
worst max register to register | count[7] | count[21] | 2.24 | 5
worst min-delay path | count[0] | count[0] | 0.48 | 1
worst min register to register | count[0] | count[0] | 0.48 | 1
==> layer usage <==
layer / up-vias / routed length [microns] / GRT usage
li1: 1254 / - / -
met1: 1077 / 3266 / 0.3571
met2: 37 / 2275 / 0.2778
met3: 4 / 274 / 0.07077
met4: 0 / 65 / 0.01964
met5: - / 0 / 0
==> worst max-delay path: cells and delay by family (launching register included) <==
kind / cells / cell delay (ns)
flip-flops: 1 / 0.35
AND/OR/NAND/NOR: 5 / 1.77
==> stage by stage <==
step	instance area, sq um	power, uW	instances	hold WS (ns)	util
final	3267	1049	435	0.4790	0.5756
after detailed placement	3095	628.0	419	0.4642	0.5454
after CTS	3267	1062	435	0.4816	0.5756
after global routing	3267	1100	435	0.5128	0.5756
after global placement	3095	627.7	419	0.4588	0.5454
after floorplan	3029	624.6	357	0.4325	-
==> synthesized netlist by cell type, drive strengths merged <==
master  number
nor4b        3
nand4       19
nor2b        2
a211o        1
and4         2
ha           2
nand2       18
inv          8
xor2        24
or3          9
or2          1
o21ai        7
and3         7
o211ai       1
nand3b       2
nor4        15
or4          3
nand2b       1
clkbuf      12
o31ai        5
and4bb       1
or4b         1
nor3        19
buf          2
a21oi       10
nand3       28
xnor2       28
dfxtp       66
nor2        60
==> layout by cell type, fill, tap and decap left out, drive strengths merged <==
cell,count
dfxtp,66
nor2,60
nand3,28
xnor2,28
xor2,24
nand4,19
nor3,19
nand2,18
nor4,15
clkbuf,11
a21oi,10
or3,9
inv,8
and3,7
o21ai,7
o31ai,5
nor4b,3
clkinv,3
or4,3
and4,2
nor2b,2
nand3b,2
ha,2
clkinvlp,2
clkdlybuf4s50,2
buf,2
or4b,1
o211ai,1
a211o,1
nand2b,1
and4bb,1
or2,1
==> registers in the layout, summed over array words and instances (netlist names) <==
| name | cells |
|---|---|
| count1 | 32 |
| count | 32 |
| clk_4sec | 1 |
| clk_5KHz | 1 |
==> where the power goes <==
part           internal (uW)  switching (uW)  leakage, uW  total (uW)
Clock                    212             223    0.0000851         435
Sequential               588            5.12     0.000533         594
Combinational           6.89            13.6     0.000391        20.5
No activity file was given, so power comes from the tool's default toggle rates.
